==> flow/design.v <==
module rom_layer4_biases (
    input [3:0] addr,
    output reg signed [15:0] data_out
);
    reg signed [15:0] rom [0:9];
    initial begin
        rom[0] = 16'hFFF0;
        rom[1] = 16'hFFEC;
        rom[2] = 16'hFFDF;
        rom[3] = 16'h0012;
        rom[4] = 16'h0031;
        rom[5] = 16'h003D;
        rom[6] = 16'hFFD8;
        rom[7] = 16'hFF9B;
        rom[8] = 16'h0084;
        rom[9] = 16'hFF73;
    end
    always @(*) begin
        data_out = rom[addr];
    end
endmodule
==> flow/run.sh <==
#!/bin/bash
# OpenROAD 26Q1-2900-gdf79404cd8, Yosys 0.63+post, stock flow scripts
make -C /OpenROAD-flow-scripts/flow DESIGN_CONFIG=/design/flow/config.mk WORK_HOME=/design/flow/orfs finish
==> flow/config.mk <==
export PLATFORM = sky130hd
export DESIGN_NAME = rom_layer4_biases
export DESIGN_NICKNAME = rom_layer4_biases
export VERILOG_FILES = /design/flow/design.v
export SDC_FILE = /design/flow/constraint.sdc
export NUM_CORES = 4
export LEC_CHECK = 1
export CORE_AREA = 10 10 70 70
export DIE_AREA = 0 0 80 80
==> flow/constraint.sdc <==
current_design rom_layer4_biases

set clk_period 1.7
set clk_io_pct 0.2

create_clock -name clk0 -period $clk_period

set non_clock_inputs [all_inputs -no_clocks]
set_input_delay [expr $clk_period * $clk_io_pct] -clock clk0 $non_clock_inputs
set_output_delay [expr $clk_period * $clk_io_pct] -clock clk0 [all_outputs]
==> impl_metrics.csv <==
group,metric,value,unit
grt,grt_use_total,2.72,%
place,gp_congestion,0.740,
grt,grt_pass1_wl,1.46,mm
final_layout,area_delta_synth_final,85.9,%
final_layout,ff_latch_area,0,um2
power_and_ir_drop,vdd_drop_max,0.0252,mV
job,maxCapViolations,0,
yosys,yosysChipArea,312,um2
final_layout,final.fill_count,391,
timing,slew_headroom,87.9,%
timing,fin_crit,1.64,ns
yosys,synth.largest_area_cell,"ha_1",
timing,period_used_share,96.5,%
detailed_routing,wl,951,um
yosys,syn_avg_cell_area,7.60,um2
detailed_routing,postRouteAntennaNets,0,
floorplan,floorplan.core_util,9.12,%
detailed_routing,antenna-diode-count,0,
final_layout,layout-drive-gt1-share,35.5,%
setup_path,worst-setup-path-type,"primary input to output pin",
detailed_routing,dr.pass1.iters,4,
setup_path,crit_chain,"buf_2, buf_4, o21ai_0, clkdlybuf4s50_1",
setup_path,worstPathArrival,1.30,ns
floorplan,core,0.00342,mm2
yosys,topCellsByArea,"ha_1, buf_4, nand2b_1, o31ai_1, a21oi_1",
place,dpl_cell_area,568,um2
grt,antenna_found_initial,0,
detailed_routing,drt_iter0_drc,4,
hold_path,whs_path_depth,3,
yosys,ys_seq_share,0,%
detailed_routing,drc,0,
hold_path,hp-class,"primary input to output pin",
setup_path,start_kind,"primary input",
grt,grt_start_max_net_pins,9,
yosys,yosysWarnings,1,
setup_path,crit_required,1.36,ns
yosys,synthTopCellsByCount,"buf_4, ha_1, nand2b_1, a21oi_1",
status,status,"completed",
timing,worst_slew_pin_slew,0.179,ns
detailed_routing,vias_per_cell,3.09,
yosys,postSynthCellCount,41,
floorplan,die_h,80,um
setup_path,crit_fanout,8,
final_layout,flops,0,
power_and_ir_drop,leakagePower,0.282,nW
final_layout,final_area,579,um2
yosys,ys_cells,41,
timing,setup_viol,0,
place,hpwlAfterDp,840,um
grt,grt.overflow.total,0,
timing,fmax,0.609,GHz
timing,rsz0062_at_grt,"false",
final_layout,postLayoutCoreUtil,17.0,%
grt,grt_pass1_vias,336,
detailed_routing,wire_per_inst,8.81,um
hold_path,whs_endpoint,"data_out[7]",
timing,finalHoldViolations,0,
setup_path,crit_path_max_incr_delay,0.49,ns
setup_path,critPathCaptureType,"output pin",
floorplan,fp-row-count,21,
floorplan,chip_area,0.00640,mm2
yosys,netlist_area,312,um2
final_layout,num-clock-buffers,0,
yosys,synth_cell_types,18,
power_and_ir_drop,power_density,210,mW/mm2
place,port_buffers,20,
clocking,cts_hold_buffers,0,
floorplan,die_x,80,um
final_layout,logic_area,260,um2
detailed_routing,via_count,334,
timing,slew_viol_final,0,
setup_path,slowest_stage,"clkdlybuf4s50_1",
hold_path,hold_start,"addr[3]",
yosys,yosys.area.top_type_share,28.1,%
job,warnings,38,
floorplan,io_pins,20,
[logic make-up after synthesis]
family,Yosys count,share of synthesized area [%]
fa+ha+maj,7,28.1
buf+inv,12,25.7
mux,1,3.21
compound gates,10,19.7
simple gates,11,23.3
[worst max-delay path, delay by kind of cell]
kind	cells	cell delay (ns)
buf+inv	3	0.80
compound gates	1	0.16
[final cells by class]
type                            count  area share (%)
Multi-Input combinational cell     29            44.9
Timing Repair Buffer               30            43.2
Tap cell                           46            9.94
Inverter                            3            1.94
[worst max path at each step]
stage         startpoint           end  slack, ns  cells past startpoint
finish           addr[3]   data_out[5]       0.06                      4
CTS              addr[1]  data_out[12]       0.02                      8
global route     addr[1]   data_out[9]       0.04                      6
[where the power goes]
| group | leakage, nW | internal, mW | switching [mW] | total [mW] |
|---|---|---|---|---|
| clock | 0 | 0 | 0 | 0 |
| sequential | 0 | 0 | 0 | 0 |
| combinational | 0.282 | 0.0765 | 0.0452 | 0.122 |
[stage by stage]
step | power [mW] | TNS, ns | std cells | hold slack (ns) | setup WS (ns)
detailed placement | 0.136 | -10.56 | 107 | 1.81 | -0.745
finish | 0.122 | 0 | 108 | 1.18 | 0.0591
CTS | 0.130 | 0 | 109 | 1.19 | 0.0172
floorplan | 0.0541 | 0 | 41 | 0.715 | 0.0317
global route | 0.137 | 0 | 108 | 1.20 | 0.0356
global placement | 0.134 | -10.24 | 107 | 1.79 | -0.721
[per-layer routing]
metal  wire length (um)  part of all wire (%)  track usage, %
met2                569                    60            6.50
met5                  0                     0               0
met4                  0                     0               0
met3                 74                   7.8           0.227
met1                306                    32            2.31
[timing repair]
item / CTS / global route
endpoints found under the setup margin: 16 / 4
gates cloned: 0 / 0
pin swaps: 4 / 1
setup buffers: 2 / 0
resized: 54 / 0
[cell usage in the layout (no fill, tap or decap), drive strengths merged]
cell,count
dlygate4sd2,11
nand2,1
clkdlybuf4s50,1
nor2b,2
o31ai,3
o21ai,1
buf,17
mux2i,1
a21oi,4
nor2,1
ha,7
a31oi,1
a21boi,1
and2b,1
and2,1
nand2b,5
clkdlybuf4s15,1
inv,3
Power figures rest on the tool's default switching activity, not on a simulated workload.
