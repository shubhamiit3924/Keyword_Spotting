$ cat design/flow/design.v
module rom_layer0_biases (
    input [7:0] addr,
    output reg signed [15:0] data_out
);
    reg signed [15:0] rom [0:255];
    initial begin
        rom[0] = 16'hFF87;
        rom[1] = 16'hFFA4;
        rom[2] = 16'hFF7B;
        rom[3] = 16'hFF9A;
        rom[4] = 16'hFFCB;
        rom[5] = 16'hFF80;
        rom[6] = 16'hFF63;
        rom[7] = 16'hFF7E;
        rom[8] = 16'hFF76;
        rom[9] = 16'hFFA6;
        rom[10] = 16'hFF7D;
        rom[11] = 16'hFF91;
        rom[12] = 16'hFF55;
        rom[13] = 16'hFF5E;
        rom[14] = 16'hFF95;
        rom[15] = 16'hFF8C;
        rom[16] = 16'hFF96;
        rom[17] = 16'hFF66;
        rom[18] = 16'hFF44;
        rom[19] = 16'hFF52;
        rom[20] = 16'hFF37;
        rom[21] = 16'hFF6F;
        rom[22] = 16'hFF78;
        rom[23] = 16'hFF66;
        rom[24] = 16'hFF68;
        rom[25] = 16'hFF66;
        rom[26] = 16'hFF43;
        rom[27] = 16'hFF7E;
        rom[28] = 16'hFF95;
        rom[29] = 16'hFF4D;
        rom[30] = 16'hFF93;
        rom[31] = 16'hFF89;
        rom[32] = 16'hFF8E;
        rom[33] = 16'hFF7B;
        rom[34] = 16'hFF7B;
        rom[35] = 16'hFF96;
        rom[36] = 16'hFF29;
        rom[37] = 16'hFF59;
        rom[38] = 16'hFF89;
        rom[39] = 16'hFFA0;
        rom[40] = 16'hFF96;
        rom[41] = 16'hFF61;
        rom[42] = 16'hFF63;
        rom[43] = 16'hFF48;
        rom[44] = 16'hFFC1;
        rom[45] = 16'hFF95;
        rom[46] = 16'hFF9B;
        rom[47] = 16'hFF52;
        rom[48] = 16'hFFD0;
        rom[49] = 16'hFF89;
        rom[50] = 16'hFF71;
        rom[51] = 16'hFF66;
        rom[52] = 16'hFF55;
        rom[53] = 16'hFF74;
        rom[54] = 16'hFF8F;
        rom[55] = 16'hFF65;
        rom[56] = 16'hFF79;
        rom[57] = 16'hFF8F;
        rom[58] = 16'hFF72;
        rom[59] = 16'hFF61;
        rom[60] = 16'hFF71;
        rom[61] = 16'hFF93;
        rom[62] = 16'hFF74;
        rom[63] = 16'hFF55;
        rom[64] = 16'hFF80;
        rom[65] = 16'hFFA2;
        rom[66] = 16'hFF44;
        rom[67] = 16'hFF82;
        rom[68] = 16'hFF6F;
        rom[69] = 16'hFF6D;
        rom[70] = 16'hFF8C;
        rom[71] = 16'hFF76;
        rom[72] = 16'hFF83;
        rom[73] = 16'hFF41;
        rom[74] = 16'hFF95;
        rom[75] = 16'hFF7E;
        rom[76] = 16'hFF9B;
        rom[77] = 16'hFF2B;
        rom[78] = 16'hFFA6;
        rom[79] = 16'hFF6C;
        rom[80] = 16'hFF5E;
        rom[81] = 16'hFF82;
        rom[82] = 16'hFF63;
        rom[83] = 16'hFF55;
        rom[84] = 16'hFFA2;
        rom[85] = 16'hFF8A;
        rom[86] = 16'hFF48;
        rom[87] = 16'hFF8A;
        rom[88] = 16'hFF72;
        rom[89] = 16'hFF74;
        rom[90] = 16'hFF6F;
        rom[91] = 16'hFF82;
        rom[92] = 16'hFF8E;
        rom[93] = 16'hFF8F;
        rom[94] = 16'hFF8E;
        rom[95] = 16'hFF6C;
        rom[96] = 16'hFF46;
        rom[97] = 16'hFF4B;
        rom[98] = 16'hFF4F;
        rom[99] = 16'hFFB2;
        rom[100] = 16'hFF27;
        rom[101] = 16'hFF54;
        rom[102] = 16'hFF79;
        rom[103] = 16'hFF79;
        rom[104] = 16'hFFAC;
        rom[105] = 16'hFF80;
        rom[106] = 16'hFF8E;
        rom[107] = 16'hFF80;
        rom[108] = 16'hFF6D;
        rom[109] = 16'hFF66;
        rom[110] = 16'hFF5E;
        rom[111] = 16'hFFA2;
        rom[112] = 16'hFF72;
        rom[113] = 16'hFF93;
        rom[114] = 16'hFF8A;
        rom[115] = 16'hFF66;
        rom[116] = 16'hFF87;
        rom[117] = 16'hFF71;
        rom[118] = 16'hFFA7;
        rom[119] = 16'hFF9F;
        rom[120] = 16'hFF96;
        rom[121] = 16'hFF6F;
        rom[122] = 16'hFF6D;
        rom[123] = 16'hFF85;
        rom[124] = 16'hFF96;
        rom[125] = 16'hFF9D;
        rom[126] = 16'hFF82;
        rom[127] = 16'hFF6A;
        rom[128] = 16'hFF7D;
        rom[129] = 16'hFF6A;
        rom[130] = 16'hFF48;
        rom[131] = 16'hFF4F;
        rom[132] = 16'hFF4F;
        rom[133] = 16'hFF9A;
        rom[134] = 16'hFF7D;
        rom[135] = 16'hFF60;
        rom[136] = 16'hFF95;
        rom[137] = 16'hFF63;
        rom[138] = 16'hFF85;
        rom[139] = 16'hFF89;
        rom[140] = 16'hFF41;
        rom[141] = 16'hFF6F;
        rom[142] = 16'hFF4B;
        rom[143] = 16'hFF7B;
        rom[144] = 16'hFF74;
        rom[145] = 16'hFF49;
        rom[146] = 16'hFF59;
        rom[147] = 16'hFF7E;
        rom[148] = 16'hFF66;
        rom[149] = 16'hFF6C;
        rom[150] = 16'hFF8E;
        rom[151] = 16'hFF72;
        rom[152] = 16'hFF44;
        rom[153] = 16'hFF3F;
        rom[154] = 16'hFF79;
        rom[155] = 16'hFF5B;
        rom[156] = 16'hFF74;
        rom[157] = 16'hFF6C;
        rom[158] = 16'hFF74;
        rom[159] = 16'hFF65;
        rom[160] = 16'hFF95;
        rom[161] = 16'hFF76;
        rom[162] = 16'hFF8A;
        rom[163] = 16'hFF89;
        rom[164] = 16'hFF85;
        rom[165] = 16'hFF6C;
        rom[166] = 16'hFF7B;
        rom[167] = 16'hFF8A;
        rom[168] = 16'hFF4F;
        rom[169] = 16'hFF8C;
        rom[170] = 16'hFF57;
        rom[171] = 16'hFFBC;
        rom[172] = 16'hFFA9;
        rom[173] = 16'hFF7D;
        rom[174] = 16'hFFB2;
        rom[175] = 16'hFF95;
        rom[176] = 16'hFF7B;
        rom[177] = 16'hFF68;
        rom[178] = 16'hFF55;
        rom[179] = 16'hFF71;
        rom[180] = 16'hFF7E;
        rom[181] = 16'hFF63;
        rom[182] = 16'hFF55;
        rom[183] = 16'hFF8A;
        rom[184] = 16'hFF50;
        rom[185] = 16'hFF44;
        rom[186] = 16'hFF44;
        rom[187] = 16'hFF63;
        rom[188] = 16'hFFA0;
        rom[189] = 16'hFF3E;
        rom[190] = 16'hFF49;
        rom[191] = 16'hFF7B;
        rom[192] = 16'hFF8C;
        rom[193] = 16'hFF80;
        rom[194] = 16'hFF61;
        rom[195] = 16'hFFB3;
        rom[196] = 16'hFF57;
        rom[197] = 16'hFF68;
        rom[198] = 16'hFF8A;
        rom[199] = 16'hFF8C;
        rom[200] = 16'hFF71;
        rom[201] = 16'hFF72;
        rom[202] = 16'hFF4F;
        rom[203] = 16'hFF8A;
        rom[204] = 16'hFF2C;
        rom[205] = 16'hFF8F;
        rom[206] = 16'hFF80;
        rom[207] = 16'hFF83;
        rom[208] = 16'hFF82;
        rom[209] = 16'hFF60;
        rom[210] = 16'hFFB3;
        rom[211] = 16'hFF87;
        rom[212] = 16'hFF37;
        rom[213] = 16'hFFA4;
        rom[214] = 16'hFF68;
        rom[215] = 16'hFF71;
        rom[216] = 16'hFF82;
        rom[217] = 16'hFF50;
        rom[218] = 16'hFF6D;
        rom[219] = 16'hFF87;
        rom[220] = 16'hFF7D;
        rom[221] = 16'hFF50;
        rom[222] = 16'hFF3C;
        rom[223] = 16'hFF80;
        rom[224] = 16'hFF7B;
        rom[225] = 16'hFF78;
        rom[226] = 16'hFF95;
        rom[227] = 16'hFF87;
        rom[228] = 16'hFF7E;
        rom[229] = 16'hFF83;
        rom[230] = 16'hFF33;
        rom[231] = 16'hFF57;
        rom[232] = 16'hFF7B;
        rom[233] = 16'hFF8E;
        rom[234] = 16'hFF89;
        rom[235] = 16'hFF66;
        rom[236] = 16'hFF9D;
        rom[237] = 16'hFF9D;
        rom[238] = 16'hFF8A;
        rom[239] = 16'hFF78;
        rom[240] = 16'hFF9D;
        rom[241] = 16'hFF98;
        rom[242] = 16'hFF6C;
        rom[243] = 16'hFF8E;
        rom[244] = 16'hFF85;
        rom[245] = 16'hFF72;
        rom[246] = 16'hFF87;
        rom[247] = 16'hFF78;
        rom[248] = 16'hFF82;
        rom[249] = 16'hFF46;
        rom[250] = 16'hFF87;
        rom[251] = 16'hFF89;
        rom[252] = 16'hFF78;
        rom[253] = 16'hFF89;
        rom[254] = 16'hFF6C;
        rom[255] = 16'hFF68;
    end
    always @(*) begin
        data_out = rom[addr];
    end
endmodule
$ cat design/flow/run.sh
#!/bin/bash
# OpenROAD 26Q1-2900-gdf79404cd8, Yosys 0.63+post, stock flow scripts
make -C /OpenROAD-flow-scripts/flow DESIGN_CONFIG=/design/flow/config.mk WORK_HOME=/design/flow/orfs finish
$ cat design/flow/config.mk
export PLATFORM = sky130hd
export DESIGN_NAME = rom_layer0_biases
export DESIGN_NICKNAME = rom_layer0_biases
export VERILOG_FILES = /design/flow/design.v
export SDC_FILE = /design/flow/constraint.sdc
export NUM_CORES = 4
export LEC_CHECK = 1
export CORE_UTILIZATION = 30
$ cat design/flow/constraint.sdc
current_design rom_layer0_biases

set clk_period 4.9
set clk_io_pct 0.2

create_clock -name clk0 -period $clk_period

set non_clock_inputs [all_inputs -no_clocks]
set_input_delay [expr $clk_period * $clk_io_pct] -clock clk0 $non_clock_inputs
set_output_delay [expr $clk_period * $clk_io_pct] -clock clk0 [all_outputs]
==> impl_metrics.env <==
# yosys + openroad results
export IMPL_hold_path_cell_count=6
export IMPL_die_width_um=111
export IMPL_grt_antenna_before_repair=1
export IMPL_final_core_utilization_pct=36.6
export IMPL_hold_path_startpoint="addr[4]"
export IMPL_drt_vias_per_instance=6.75
export IMPL_top_area_share_pct=8.27
export IMPL_design_portCount=24
export IMPL_synth_area_um2=3570
export IMPL_worstSetupPathType="input pin to output pin"
export IMPL_setup_tns_final_ps=0
export IMPL_top_cells_area="a21oi_1, ha_1, o21ai_0"
export IMPL_fmax_mhz=206
export IMPL_worstHoldPathType="input pin to output pin"
export IMPL_globalRouteOverflowTotal=0
export IMPL_grt_max_degree=72
export IMPL_port_buffer_cells=16
export IMPL_grt_first_pass_wirelength_mm=30.0
export IMPL_initialDrtViolationCount=642
export IMPL_worst_setup_path_start_kind="input pin"
export IMPL_fp_row_count=39
export IMPL_relSlewSlack_pct=53.5
export IMPL_critPathCaptureType="output pin"
export IMPL_die_height_um=111
export IMPL_cpMaxStageDelayCell="clkdlybuf4s50_1"
export IMPL_cp_common_cell="clkdlybuf4s50_1"
export IMPL_drt_antenna_violating_nets=0
export IMPL_first_global_vias=4530
export IMPL_detail_route_wl_per_cell_um=27.7
export IMPL_syn_instance_count=568
export IMPL_req_time_crit_path_ps=3920
export IMPL_power_switching_share_pct=61.3
export IMPL_timing_critical_path_arrival_ps=3860
export IMPL_topRoutingLayerUsed="met4"
export IMPL_post_synth_most_frequent_cells="a21oi_1, nand2_1, o21ai_0, nor2_1, buf_2"
export IMPL_met3RoutedLength_mm=2.70
export IMPL_post_place_ws_ps=-306
export IMPL_synth_area_per_cell_um2=6.29
export IMPL_initial_utilization_pct=31.0
export IMPL_critPathMaxStageDelay_ps=540
export IMPL_synth_stat_cells=568
export IMPL_p_int_w=0.000182
export IMPL_ys_seq_share_pct=0
export IMPL_timing_worst_slew_pin_value_ps=695
export IMPL_peakVddDrop_mv=0.0644
export IMPL_dr_total_vias=4994
export IMPL_powerDensity_nw_per_um2=112
export IMPL_period_needed_ps=4840
export IMPL_place_detailed_hpwl_mm=15.4
export IMPL_setup_slack_ps=56.6
export IMPL_holdWs_ps=3080
export IMPL_design_die_area_um2=12300
export IMPL_synthDistinctLibCells=76
export IMPL_total_power_draw_w=0.000471
export IMPL_synthToLayoutAreaGrowth_pct=17.9
export IMPL_layout_worst_path_cycle_share_pct=98.8
export IMPL_result_of_the_run="finished clean"
export IMPL_synth_largest_area_cell="a21oi_1"
export IMPL_timing_critical_path_fanout_max=13
export IMPL_final_max_slew_violation_count=0
export IMPL_met2RoutedLength_mm=8.74
export IMPL_grtUsageTotal_pct=33.0
export IMPL_ff_latch_area_um2=0
export IMPL_leakage_power_summed_over_all_cells_nw=1.58
export IMPL_crit_start="addr[1]"
export IMPL_netSwitchingPower_w=0.000289
export IMPL_finalHoldViolCount=0
export IMPL_core_area_um2=11500
export IMPL_yosysChipArea_um2=3570
export IMPL_drtPass1Iterations=22
export IMPL_tool_warnings=49
export IMPL_cap_viol_max_count=0
export IMPL_setup_violations_final=0
export IMPL_ys_warnings_count=1
export IMPL_post_route_cells_drive_above_1_share_pct=19.5
export IMPL_synth_most_common_cell="a21oi_1"
export IMPL_timing_hold_worst_endpoint="data_out[5]"
export IMPL_drt_met1_wl_mm=7.77
export IMPL_drc=0
export IMPL_clockBufferCount=0
export IMPL_ordered_cell_list_for_the_critical_path="clkdlybuf4s50_1, buf_4, buf_12, ha_1, buf_6, a211oi_1, o21ai_0, a32o_1, a22oi_1, o311ai_1, clkdlybuf4s50_1"
export IMPL_seq_cells=0
export IMPL_rsz0062_at_grt="no"
export IMPL_final_gp_congestion=1.08
export IMPL_wirelength_mm=20.5
worst max-delay path by stage:
stage	cells past startpoint	to	slack (ps)
finish	11	data_out[0]	60
global route	12	data_out[3]	0.9
CTS	13	data_out[3]	9
power groups by stage:
| stage | clock, W | sequential [W] | combinational (W) |
|---|---|---|---|
| after global routing | 0 | 0 | 0.000495 |
| after CTS | 0 | 0 | 0.000447 |
cells by family (layout without fill, tap and decap cells):
kind of cell / count (synthesis) / after routing / share of synthesized area [%]
other cells: 1 / 9 / 0.105
mux: 8 / 8 / 2.94
compound gates: 242 / 242 / 45.9
fa+ha+maj: 20 / 20 / 7.01
xor+xnor: 2 / 2 / 0.490
buf+inv: 88 / 109 / 14.0
simple gates: 207 / 207 / 29.5
placed cells by master, fill, tap and decap left out, types with 3 or more instances in the layout:
cell type,n
a211oi_1,16
a21o_1,5
a21oi_1,59
a221o_1,3
a311oi_1,8
a31oi_1,15
and2_1,3
and3_1,4
buf_12,4
buf_4,76
clkdlybuf4s50_1,12
conb_1,8
ha_1,16
ha_2,3
inv_1,9
mux2i_1,6
nand2_1,54
nand2b_1,20
nand3_1,26
nand3b_1,3
nand4_1,4
nor2_1,38
nor2b_1,19
nor3_1,13
o2111ai_1,4
o211ai_1,22
o21ai_0,42
o21ai_1,7
o221ai_1,4
o22ai_1,6
o311ai_0,5
o311ai_1,3
o31ai_1,5
o32a_1,3
o32ai_1,3
or3_1,5
stage by stage:
stage	instance area (um2)	cells
detailed placement	4120	739
global route	4210	739
CTS	4140	739
global placement	4120	739
finish	4210	740
floorplan	3600	575
routing by layer:
| metal | GRT usage, % | vias to the layer above |
|---|---|---|
| met1 | 45.6 | 2280 |
| met4 | 15.4 | 0 |
| met5 | 0 | - |
| met2 | 48.6 | 429 |
| li1 | - | 2196 |
| met3 | 7.75 | 89 |
final cells by class:
class / count / area, um2
well taps: 143 / 179
multi-input cells: 487 / 3180
diodes: 1 / 2.50
repair buffers: 96 / 803
fillers: 1264 / 7300
inverters: 13 / 51.3
critical path, delay by kind of cell:
| kind | cells | cell delay, ps |
|---|---|---|
| adder cells (fa/ha/maj) | 1 | 260 |
| buffers and inverters | 5 | 1560 |
| AND-OR/OR-AND | 5 | 1040 |
timing repair:
action / 4_1_cts / 5_1_grt
pin swaps: 1 / 1
resized: 4 / 15
hold buffers: 0 / 0
setup buffers: 0 / 0
endpoints found under the setup margin: 2 / 6
No activity file was given, so power comes from the tool's default toggle rates.
