**design/flow/design.v**
```verilog
module rom_layer2_biases (
    input [6:0] addr,
    output reg signed [15:0] data_out
);
    reg signed [15:0] rom [0:127];
    initial begin
        rom[0] = 16'h0000;
        rom[1] = 16'h0017;
        rom[2] = 16'h000C;
        rom[3] = 16'hFFDF;
        rom[4] = 16'h0026;
        rom[5] = 16'h0036;
        rom[6] = 16'hFFDD;
        rom[7] = 16'hFFDD;
        rom[8] = 16'h001C;
        rom[9] = 16'hFFFD;
        rom[10] = 16'hFFFE;
        rom[11] = 16'h000C;
        rom[12] = 16'h0001;
        rom[13] = 16'hFFEE;
        rom[14] = 16'h0006;
        rom[15] = 16'h002C;
        rom[16] = 16'hFFEC;
        rom[17] = 16'hFFF9;
        rom[18] = 16'h000A;
        rom[19] = 16'h0004;
        rom[20] = 16'h001E;
        rom[21] = 16'h0016;
        rom[22] = 16'hFFE8;
        rom[23] = 16'hFFDD;
        rom[24] = 16'h002E;
        rom[25] = 16'h0021;
        rom[26] = 16'h0030;
        rom[27] = 16'h000E;
        rom[28] = 16'hFFEA;
        rom[29] = 16'h0020;
        rom[30] = 16'h001A;
        rom[31] = 16'hFFE0;
        rom[32] = 16'hFFFE;
        rom[33] = 16'hFFF2;
        rom[34] = 16'hFFD4;
        rom[35] = 16'h000A;
        rom[36] = 16'hFFE3;
        rom[37] = 16'h0018;
        rom[38] = 16'hFFF2;
        rom[39] = 16'h0009;
        rom[40] = 16'hFFD4;
        rom[41] = 16'h001D;
        rom[42] = 16'hFFDD;
        rom[43] = 16'hFFFD;
        rom[44] = 16'hFFF8;
        rom[45] = 16'h0005;
        rom[46] = 16'hFFDC;
        rom[47] = 16'h0011;
        rom[48] = 16'h0004;
        rom[49] = 16'h0024;
        rom[50] = 16'hFFF2;
        rom[51] = 16'h000B;
        rom[52] = 16'hFFD9;
        rom[53] = 16'hFFD3;
        rom[54] = 16'h0023;
        rom[55] = 16'h001A;
        rom[56] = 16'h003C;
        rom[57] = 16'hFFF6;
        rom[58] = 16'hFFDC;
        rom[59] = 16'h001A;
        rom[60] = 16'h0016;
        rom[61] = 16'h0019;
        rom[62] = 16'h0017;
        rom[63] = 16'hFFE8;
        rom[64] = 16'hFFFC;
        rom[65] = 16'hFFD1;
        rom[66] = 16'h0039;
        rom[67] = 16'h0036;
        rom[68] = 16'h0007;
        rom[69] = 16'h0024;
        rom[70] = 16'h0028;
        rom[71] = 16'hFFDC;
        rom[72] = 16'hFFFC;
        rom[73] = 16'h0044;
        rom[74] = 16'hFFDE;
        rom[75] = 16'h0002;
        rom[76] = 16'h001D;
        rom[77] = 16'h000E;
        rom[78] = 16'h001A;
        rom[79] = 16'hFFE3;
        rom[80] = 16'h001A;
        rom[81] = 16'hFFFF;
        rom[82] = 16'h0023;
        rom[83] = 16'hFFB4;
        rom[84] = 16'h0004;
        rom[85] = 16'h0000;
        rom[86] = 16'hFFE6;
        rom[87] = 16'hFFE4;
        rom[88] = 16'hFFF9;
        rom[89] = 16'h0008;
        rom[90] = 16'h0029;
        rom[91] = 16'hFFF8;
        rom[92] = 16'h0018;
        rom[93] = 16'h0015;
        rom[94] = 16'hFFE5;
        rom[95] = 16'h0000;
        rom[96] = 16'h0021;
        rom[97] = 16'hFFEF;
        rom[98] = 16'hFFE6;
        rom[99] = 16'hFFF8;
        rom[100] = 16'hFFE9;
        rom[101] = 16'h0014;
        rom[102] = 16'hFFDD;
        rom[103] = 16'hFFF9;
        rom[104] = 16'hFFF3;
        rom[105] = 16'h0010;
        rom[106] = 16'h0008;
        rom[107] = 16'h0005;
        rom[108] = 16'hFFE2;
        rom[109] = 16'hFFF4;
        rom[110] = 16'h002A;
        rom[111] = 16'h000B;
        rom[112] = 16'h0011;
        rom[113] = 16'hFFFC;
        rom[114] = 16'hFFFA;
        rom[115] = 16'hFFCB;
        rom[116] = 16'hFFF6;
        rom[117] = 16'h001B;
        rom[118] = 16'h0007;
        rom[119] = 16'h002D;
        rom[120] = 16'h000A;
        rom[121] = 16'hFFDF;
        rom[122] = 16'h000A;
        rom[123] = 16'hFFF8;
        rom[124] = 16'hFFFA;
        rom[125] = 16'hFFEC;
        rom[126] = 16'hFFDC;
        rom[127] = 16'hFFD7;
    end
    always @(*) begin
        data_out = rom[addr];
    end
endmodule
```
**design/flow/run.sh**
```bash
#!/bin/bash
# OpenROAD 26Q1-2900-gdf79404cd8, Yosys 0.63+post, stock flow scripts
make -C /OpenROAD-flow-scripts/flow DESIGN_CONFIG=/design/flow/config.mk WORK_HOME=/design/flow/orfs finish
```
**design/flow/config.mk**
```make
export PLATFORM = sky130hd
export DESIGN_NAME = rom_layer2_biases
export DESIGN_NICKNAME = rom_layer2_biases
export VERILOG_FILES = /design/flow/design.v
export SDC_FILE = /design/flow/constraint.sdc
export NUM_CORES = 4
export LEC_CHECK = 1
export CORE_UTILIZATION = 30
```
**design/flow/constraint.sdc**
```tcl
current_design rom_layer2_biases

set clk_period 4.2
set clk_io_pct 0.2

create_clock -name clk0 -period $clk_period

set non_clock_inputs [all_inputs -no_clocks]
set_input_delay [expr $clk_period * $clk_io_pct] -clock clk0 $non_clock_inputs
set_output_delay [expr $clk_period * $clk_io_pct] -clock clk0 [all_outputs]
```
==> Changelog: implementation <==
### Changed

- Run status: completed
- Setup tns final: 0 ps
- Critical Path RT: 3360 ps
- YS chip area: 1826 sq um
- Crit end category: output port
- Min Tclk post-route: 3863 ps
- Critical path class: in2out
- Vias: 2401
- Final-report hold violation count: 0
- Worst Hold Class: in2out
- Cell area power density: 124.1 nW/um^2
- Min-delay src: addr[2]
- Syn_area_per_cell: 6.383 sq um
- Global-route wire length before repair: 11210 um
- Clkbuf count: 0
- Num ports: 23
- Port-buffer cells: 23
- Final hold slack: 2811 ps
- Chip height: 80.01 um
- Tool warning count: 40
- Max VDD drop: 0.05597 mV
- Period utilisation layout: 91.99%
- Slew @ Worst Pin: 618.2 ps
- Total GRT Usage: 22.87%
- RSZ-0062 raised after global routing: no
- Most frequent cells in the layout: 39 x buf_4, 24 x nor2_1, 20 x nand2_1
- YS warnings: 1
- Post-Route WL: 6929 um
- Total congestion overflow: 0
- Rel. slew slack: 58.79%
- Most numerous logic cell after layout: buf_4
- Core area: 5886 sq um
- Effective utilization at floorplan: 31.02%
- Largest net degree at the start of global routing: 34
- Die ar.: 6401 sq um
- Drt first pass iters: 5
- Crit path DAT: 3020 ps
- Post-synth seq share: 0%
- Max-Cap Viols: 0
- Synthesis-to-finish area growth: 25.02%
- Endpoints failing setup: 0
- Max-slew violation count: 0
- Gpl congestion: 0.9887
- Via count of the first global-routing pass: 2121
- Die Span X: 80.01 um
- Layout cell share with drive strength beyond 1: 20.32%
- Post-synthesis cell area: 1826 sq um
- Initial antenna violation count: 0
- ANT nets after route: 0
- Residual DRC: 0
- Vias per inst: 6.236
- WHS Path Cells: 5
- Yosys Instances: 286
- Drt wl/cell: 18.00 um
- Leak: 0.9212 nW
- PnR worst setup slack: 336.6 ps
- Max Fclk: 258.8 MHz
- CP Max Fanout: 26
- Pre-CTS WS: -36.85 ps
- Mapped Cells: 286
- Rows: 28
- Sequential cell area: 0 sq um
- Hpwl dp: 5156 um
- Synth cell types: 57
- Startpoint types: input pin
- Ant. Diodes: 0
- Registers: 0
- Min-Delay Endpoint: data_out[2]
- Initial DRC count: 251
-- worst max-delay path by stage --
stage / from / slack (ps) / to
final: addr[2] / 340 / data_out[4]
after global routing: addr[2] / 230 / data_out[1]
after CTS: addr[1] / 30 / data_out[14]
-- worst max-delay path: stages --
cell and delay (ps):
buf_2 410, buf_12 230, nor2b_1 370, o21ai_0 160
a311o_1 330, a31oi_1 180, clkdlybuf4s50_1 480
-- synth_stat cells (2+ instances only) --
cell type   n  area [sq um]
nor2_1     25         93.84
buf_2      20         100.1
nand2_1    20         75.07
a21oi_1    18         90.09
nand2b_1   18         112.6
o21ai_0    15         75.07
nand3_1    13         65.06
nor2b_1    12         75.07
a31oi_1    10         62.56
buf_4      10         75.07
clkbuf_1   10         37.54
ha_1       10         125.1
o211ai_1   10         75.07
nor3_1      9         45.04
a211oi_1    6         45.04
a21o_1      5         37.54
inv_1       5         18.77
a311oi_1    4         35.03
a32oi_1     4         35.03
o21ai_1     4         20.02
o311ai_0    4         35.03
a21boi_0    3         22.52
a311o_1     3         30.03
and2_1      3         18.77
mux4_2      3         67.56
nor3b_1     3         22.52
a211o_1     2         17.52
a221oi_1    2         17.52
and3_1      2         12.51
buf_6       2         22.52
inv_2       2         7.510
o211a_1     2         20.02
o2bb2ai_1   2         17.52
o311ai_1    2         17.52
-- cell families after synthesis --
kind of cell	after synthesis	synth area share (%)
multiplexers	4	4.249
XOR/XNOR	1	0.4799
AND/OR/NAND/NOR	115	32.69
buffers and inverters	49	14.33
adder cells (fa/ha/maj)	10	6.854
AND-OR/OR-AND	107	41.40
-- per-stage QoR --
step | util (%) | area (sq um) | total power, mW | instances
after floorplan | - | 1826 | 0.1704 | 286
after global placement | 37.84 | 2227 | 0.2706 | 384
after detailed placement | 37.84 | 2227 | 0.2692 | 384
after CTS | 37.97 | 2235 | 0.2721 | 384
after global routing | 38.78 | 2282 | 0.3078 | 385
final | 38.78 | 2282 | 0.2832 | 385
-- layer usage --
metal	vias up	track usage, %	wire length [um]
met5	-	0	0
met4	0	9.464	272
met3	20	1.392	480
met2	144	34.02	3077
met1	1125	34.13	3099
li1	1112	-	-
-- report_power, final --
group / total, mW / leakage [nW] / internal [mW] / switching (mW)
combinational: 0.283 / 0.921 / 0.140 / 0.143
clock: 0 / 0 / 0 / 0
sequential: 0 / 0 / 0 / 0
total: 0.283 / 0.921 / 0.140 / 0.143
-- cell type report --
type               count  area [sq um]
well taps             75         93.84
inverters              7         26.28
multi-input cells    238          1607
fillers              618          3603
repair buffers        65         555.5
-- timing repair --
| item | CTS | global route |
|---|---|---|
| setup endpoints to repair | 11 | 15 |
| setup buffers | 0 | 0 |
| gates cloned | 0 | 1 |
| resized | 2 | 15 |
| hold buffers | 0 | 0 |
| pin swaps | 0 | 1 |
Power figures rest on the tool's default switching activity, not on a simulated workload.
